**flow/config.mk**
```make
export PLATFORM = sky130hd
export DESIGN_NAME = uart
export DESIGN_NICKNAME = uart
export VERILOG_FILES = /design/flow/design.v
export SDC_FILE = /design/flow/constraint.sdc
export NUM_CORES = 4
export LEC_CHECK = 1
export CORE_UTILIZATION = 40
```
**flow/constraint.sdc**
```tcl
current_design uart

set clk_period 9.0
set clk_io_pct 0.2

create_clock -name clk0 -period $clk_period [get_ports {clk}]

set non_clock_inputs [all_inputs -no_clocks]
set_input_delay [expr $clk_period * $clk_io_pct] -clock clk0 $non_clock_inputs
set_output_delay [expr $clk_period * $clk_io_pct] -clock clk0 [all_outputs]
```
**flow/design.v**
```verilog
`timescale 1ns / 1ps
 module uart(
    input clk,                   
    output tx,                   
    input rx,                    
	 input transmit,              
    input [7:0] tx_byte,         
	 output received,             
    output [7:0] rx_byte,        
    output wire is_receiving,    
	 output wire recv_error,      
    output wire is_transmitting  
);
	 localparam baud_rate = 230400;    
    localparam sys_clk_freq = 100000000;
    localparam one_baud_cnt = sys_clk_freq / (baud_rate);
    localparam [2:0]     
        RX_IDLE             = 3'd0, 
        RX_CHECK_START      = 3'd1, 
        RX_SAMPLE_BITS      = 3'd2,
        RX_READ_BITS        = 3'd3,      
        RX_CHECK_STOP       = 3'd4, 
        RX_DELAY_RESTART    = 3'd5,
        RX_ERROR            = 3'd6,      
        RX_RECEIVED         = 3'd7; 
    localparam [1:0]     
        TX_IDLE             = 2'd0,
        TX_SENDING          = 2'd1,
        TX_DELAY_RESTART    = 2'd2,
        TX_RECOVER          = 2'd3;
	 reg [15:0] rx_clk;  
    reg [15:0] tx_clk;  
	 reg [2:0] recv_state = RX_IDLE;
    reg [3:0] rx_bits_remaining;
    reg [7:0] rx_data;
    reg tx_out = 1'b1;
    reg [1:0] tx_state = TX_IDLE;
    reg [3:0] tx_bits_remaining;
    reg [7:0] tx_data;
    reg reg_transmitting=1'b0; 
	 assign received = (recv_state == RX_RECEIVED);
    assign recv_error = (recv_state == RX_ERROR);
    assign is_receiving = (recv_state != RX_IDLE);
    assign rx_byte = rx_data;
    assign tx = tx_out;
	 assign is_transmitting=(tx_state!=TX_IDLE);
    always @(posedge clk) 
	 begin
        if(rx_clk) 
		  begin
            rx_clk = rx_clk - 1'd1;
        end
        if(tx_clk) 
		  begin
            tx_clk = tx_clk - 1'd1;
        end
        case (recv_state)
            RX_IDLE: 
				begin
                if (!rx) 
					 begin
                    rx_clk=one_baud_cnt/2;  
	                 recv_state = RX_CHECK_START;
                end
            end
				RX_CHECK_START: 
				begin
                if (!rx_clk) 
					 begin
                    if (!rx) 
						  begin
                        rx_clk = one_baud_cnt; 
                        rx_bits_remaining = 8;  
                        recv_state = RX_READ_BITS;
                     end else begin
                        recv_state = RX_ERROR;
                    end
                end
            end
			   RX_READ_BITS: 
				begin
                if (!rx_clk) 
					 begin
                    if (rx) 
						  begin
                        rx_data = {1'd1, rx_data[7:1]};
                    end 
						  else 
						  begin
                        rx_data = {1'd0, rx_data[7:1]};
                    end
                    rx_clk = one_baud_cnt; 
                    rx_bits_remaining = rx_bits_remaining - 1'd1;
                    if(rx_bits_remaining)
						  begin
                        recv_state = RX_READ_BITS;
                    end 
						  else 
						  begin
                        recv_state = RX_CHECK_STOP;
                        rx_clk = one_baud_cnt;
                    end
                end
            end
				RX_CHECK_STOP: 
				begin
                if (!rx_clk) 
					 begin
                    recv_state = rx ? RX_RECEIVED : RX_ERROR;
                end
            end
				RX_ERROR: 
				begin
                rx_clk = 8 * one_baud_cnt;
                recv_state = RX_DELAY_RESTART;
            end
				RX_DELAY_RESTART: 
				begin
                recv_state = rx_clk ? RX_DELAY_RESTART : RX_IDLE;
            end
				RX_RECEIVED: begin
                recv_state = RX_IDLE;
            end
		  endcase
        case (tx_state)
            TX_IDLE: 
				begin
                if (transmit) 
					 begin
                    tx_data = tx_byte;
                    tx_clk = one_baud_cnt;
                    tx_out = 0;	 
                    tx_bits_remaining = 8;
                    tx_state = TX_SENDING;
						  reg_transmitting =1; 
                end
            end
            TX_SENDING: 
				begin
                if (!tx_clk) 
					 begin
                    if (tx_bits_remaining) 
								begin
                        tx_bits_remaining = tx_bits_remaining - 1'd1;
								tx_out = tx_data[0];	
                        tx_data = {1'b0, tx_data[7:1]}; 
                        tx_clk = one_baud_cnt;
                        tx_state = TX_SENDING;
								end 
							else 
								begin
                        tx_out = 1;
								tx_clk = 2 * one_baud_cnt; 
                        tx_state = TX_DELAY_RESTART;
								end
                end
            end
            TX_DELAY_RESTART: 
				begin
                tx_state = tx_clk ? TX_DELAY_RESTART : TX_RECOVER; 
            end
            TX_RECOVER: begin
                tx_state = TX_IDLE;
            end
        endcase
    end
endmodule
```
**flow/run.sh**
```bash
#!/bin/bash
# OpenROAD 26Q1-2900-gdf79404cd8, Yosys 0.63+post, stock flow scripts
make -C /OpenROAD-flow-scripts/flow DESIGN_CONFIG=/design/flow/config.mk WORK_HOME=/design/flow/orfs finish
```
==> Table 3: Implementation characteristics <==
Physical design parameters

Parameter                              Value

Status
  Result of the run .................. finished clean

Layout
  Most common library cell in the layout ignoring fill and taps .................. sky130_fd_sc_hd__nor2_1
  Sequential standard cell area .................. roughly 1500 um2
  # fillers .................. around 800
  Fraction of layout instances using a drive strength above 1 .................. under 10%
  Gate Area .................. 1817 um2
  Post-synthesis to final-layout area growth .................. 14.68%
  Top logic cells by instance count in the layout .................. sky130_fd_sc_hd__nor2_1, sky130_fd_sc_hd__nand2_1, sky130_fd_sc_hd__dfxtp_1

Global route
  Most heavily used metal layer in global routing .................. met1
  Global-route wire length before repair .................. 11.90 mm
  Number of antenna violations at the first check in global routing .................. 0
  Met1 routing resource usage after global routing .................. 26.91%
  GR met3 Demand/Resource .................. roughly 3.2%
  All-layer global routing usage .................. around 17%
  Vias in the first global route .................. 2579
  Met2 Use GR .................. 26.55%
  Maximum number of pins on one net before global-route repair .................. 21
  Final global-route overflow total .................. 0

Power
  P_leak .................. around 1.5 nW
  Peak supply drop .................. around 0.00017 V
  Ratio of total power to cell area .................. 243.0 nW/um2

Floorplanning
  FP Rows .................. 33
  Die width .................. between 90 and 100 um
  Core Area .................. between 8000 and 9000 um2
  Total die area .................. a little over 9000 um2
  Y dimension of the die .................. between 90 and 100 um
  Num ports .................. 24
  Initial Util .................. 41.99%

Logic synthesis
  Avg Synthesized Cell Area .................. between 8 and 9 um2
  Yosys stat cell total .................. 394
  Async set-reset flop share out of synthesis .................. 0%
  Number of different library cells in the post-synthesis netlist .................. between 50 and 60
  Most common flop cell mapped by yosys .................. sky130_fd_sc_hd__dfxtp_1
  Number of enable-type register cells in the synthesized netlist .................. 30
  Post-synthesis instance total .................. around 400
  Yosys-reported design area after synthesis .................. roughly 3500 um2
  Yosys warning total .................. 1
  Post-Synthesis Cell Area .................. ~3500 um2
  Synth Register Bits .................. 62
  Synth Seq Share .................. 44.02%

Setup path
  Kind of critical path .................. flop to output pin
  Cell family with most CP delay .................. flip-flops
  Cell-by-cell trace of the critical path .................. or3_1 > clkdlybuf4s50_1
  Slowest cell on crit path .................. sky130_fd_sc_hd__edfxtp_1
  Required time worst endpoint .................. just over 7 ns
  Startpoint types .................. flop
  Buffering stage count on the worst path with inverters included .................. 1
  Worst setup EP type .................. output pin
  Largest fanout on the critical path .................. 20
  Stage delay of the slowest cell on the critical path .................. about 0.63 ns
  Crit path DAT .................. between 1.5 and 2 ns

Flow run
  Max capacitance violation total .................. 0
  Total tool warning count .................. 28

Clock tree
  Clock sink count .................. 62
  Maximum buffer depth of the clock tree .................. 2
  Total clock buffers created by CTS .................. 9
  CTS resizes .................. 0
  Cts-stage hold buffer count .................. 0
  Number of H-tree levels .................. 3
  Postcts setup bufs .................. 0
  Cell at the root of the clock tree .................. sky130_fd_sc_hd__clkbuf_8
  Clock slew at reported path FFs .................. ~0.06 ns
  TritonCTS clock tree .................. done
  Clk Latency, worst-skew pair .................. 0.33 ns

STA
  Total count of hold-check failures in the final report .................. 0
  Highest Clock Rate .................. approximately 280 MHz
  Number of failing setup endpoints in the final timing report .................. 0
  Crit path time final .................. 3.627 ns
  Final setup TNS .................. 0 ns
  Final cycle utilization of the critical path .................. about two fifths
  Final clock skew .................. roughly 0.0082 ns
  RSZ-0062 raised after global routing .................. false
  Max_slew headroom .................. between 40% and 50%
  Final Slew Violations .................. 0
  Worst-margin pin slew .................. about 0.76 ns
  Final hold slack .................. between 0.4 and 0.5 ns

Drt
  Mean number of vias per cell .................. about 5.4
  Overall via count from detail_route .................. between 2000 and 3000
  Initial DRC count .................. around 120
  Routed WL per cell .................. roughly 13 um
  TritonRoute pass-1 iters .................. 4
  Final antenna diode count .................. 0
  Post-detailed-route count of antenna-violating nets .................. 0
  Total Wirelength .................. roughly 7 mm
  DRC viols .................. 0

Min path
  Path class of the lowest-slack min-delay path .................. flop to flop

Placement
  Number of port buffers .................. 23
  Weighted congestion at the end of routability-driven global placement .................. a little over 0.9
  Final HPWL DP .................. ~5 mm
cell type report:
type	count	share of cell area, %
Inverter	20	1.869
Sequential cell	62	38.38
Tap cell	105	3.271
Timing Repair Buffer	23	5.732
Clock buffer	9	3.084
Clock inverter	7	2.430
Multi-Input combinational cell	299	45.23
Yosys cell counts (2+ instances only):
master	n	area share, %
sky130_fd_sc_hd__a21o_1	4	0.86
sky130_fd_sc_hd__a21oi_1	24	3.4
sky130_fd_sc_hd__a221oi_1	2	0.50
sky130_fd_sc_hd__a31oi_1	2	0.36
sky130_fd_sc_hd__and2_1	3	0.54
sky130_fd_sc_hd__and3_1	3	0.54
sky130_fd_sc_hd__and4_1	2	0.50
sky130_fd_sc_hd__clkbuf_1	10	1.1
sky130_fd_sc_hd__dfxtp_1	32	18
sky130_fd_sc_hd__edfxtp_1	30	26
sky130_fd_sc_hd__ha_1	7	2.5
sky130_fd_sc_hd__inv_1	20	2.1
sky130_fd_sc_hd__mux2i_1	4	1.1
sky130_fd_sc_hd__nand2_1	45	4.8
sky130_fd_sc_hd__nand2b_1	8	1.4
sky130_fd_sc_hd__nand3_1	10	1.4
sky130_fd_sc_hd__nand4_1	7	1.3
sky130_fd_sc_hd__nand4b_1	2	0.50
sky130_fd_sc_hd__nor2_1	50	5.4
sky130_fd_sc_hd__nor2b_1	6	1.1
sky130_fd_sc_hd__nor3_1	18	2.6
sky130_fd_sc_hd__nor3b_1	2	0.43
sky130_fd_sc_hd__nor4_1	13	2.3
sky130_fd_sc_hd__nor4b_1	2	0.50
sky130_fd_sc_hd__nor4b_4	2	1.4
sky130_fd_sc_hd__o211ai_1	4	0.86
sky130_fd_sc_hd__o21a_1	5	1.1
sky130_fd_sc_hd__o21ai_0	14	2.0
sky130_fd_sc_hd__o21ai_1	3	0.43
sky130_fd_sc_hd__o22ai_1	2	0.36
sky130_fd_sc_hd__or2_2	6	1.1
sky130_fd_sc_hd__or3_1	7	1.3
sky130_fd_sc_hd__or4_1	5	1.1
sky130_fd_sc_hd__xnor2_1	10	2.5
sky130_fd_sc_hd__xor2_1	8	2.0
metal layers:
layer,up-vias,share of wire [%]
li1,1466,-
met1,1319,49
met2,65,46
met3,5,4.4
met4,0,0.64
met5,-,0
cell families (layout without fill, tap and decap cells):
group	Yosys count	in the layout	synth area share, %
compound gates	72	72	13.54
flops	62	62	44.02
simple gates	198	198	30.19
fa+ha+maj	7	7	2.501
buf+inv	33	59	4.108
xor+xnor	18	18	4.502
mux	4	4	1.143
path summary, 6_finish.rpt:
path / from / to / slack, ns / depth (start not counted)
setup / recovery: recv_state[2] / is_receiving / 5.37 / 2
hold / removal: rx_data[4] / rx_data[3] / 0.46 / 0
setup reg to reg: rx_clk[0] / rx_data[0] / 5.44 / 9
hold reg to reg: rx_data[4] / rx_data[3] / 0.46 / 0
registers in the layout (all words and copies together), names as in the netlist, named ones only:
| name | count |
|---|---|
| tx_data | 8 |
| rx_clk | 16 |
| rx_bits_remaining | 4 |
| tx_out | 1 |
| tx_clk | 16 |
| rx_data | 8 |
| tx_bits_remaining | 4 |
| recv_state | 3 |
| tx_state | 1 |
power breakdown:
part,switching (mW),total (mW),internal (mW)
Combinational,0.172,0.301,0.129
Clock,0.111,0.267,0.157
Sequential,0.0693,0.408,0.339
Total,0.352,0.976,0.624
per-stage QoR:
| step | area, um2 | total power, mW | std cells | worst slack, ns | utilization, % |
|---|---|---|---|---|---|
| finish | 4016 | 0.9761 | 525 | 5.373 | 48.15 |
| global placement | 3795 | 0.7117 | 509 | 5.589 | 45.50 |
| CTS | 4016 | 0.9806 | 525 | 5.368 | 48.15 |
| detailed placement | 3795 | 0.7075 | 509 | 5.548 | 45.50 |
| floorplan | 3502 | 0.6337 | 394 | 5.993 | - |
| global route | 4016 | 1.044 | 525 | 5.064 | 48.15 |
Power and IR drop assume default switching activity.
